==> flow/run.sh <==
#!/bin/bash
# OpenROAD 26Q1-2900-gdf79404cd8, Yosys 0.63+post, stock flow scripts
make -C /OpenROAD-flow-scripts/flow DESIGN_CONFIG=/design/flow/config.mk WORK_HOME=/design/flow/orfs finish
==> flow/config.mk <==
export PLATFORM = sky130hd
export DESIGN_NAME = lut_4x4
export DESIGN_NICKNAME = lut_4x4
export VERILOG_FILES = /design/flow/design.v
export SDC_FILE = /design/flow/constraint.sdc
export NUM_CORES = 4
export LEC_CHECK = 1
export CORE_AREA = 10 10 78 78
export DIE_AREA = 0 0 88 88
==> flow/constraint.sdc <==
current_design lut_4x4

set clk_period 2.4
set clk_io_pct 0.2

create_clock -name clk0 -period $clk_period [get_ports {clk_i}]

set non_clock_inputs [all_inputs -no_clocks]
set_input_delay [expr $clk_period * $clk_io_pct] -clock clk0 $non_clock_inputs
set_output_delay [expr $clk_period * $clk_io_pct] -clock clk0 [all_outputs]
==> flow/design.v <==
module lut_4x4
(
  input  logic                clk_i,
  input  logic                rstn_i,
  input  logic                cfg_en_i,
  input  logic                cfg_update_i,
  input  logic         [15:0] cfg_lut_i,
  input  logic          [3:0] signal_i,
  output logic                signal_o
);
  logic                r_active;
  logic         [15:0] r_lut;
  always_ff @(posedge clk_i or negedge rstn_i) begin : proc_r_lut
    if(~rstn_i) begin
      r_lut    <= 0;
    end else begin
      if ( (cfg_en_i && !r_active) || cfg_update_i )  
      begin
        r_lut    <= cfg_lut_i;
      end
    end
  end
  always_ff @(posedge clk_i or negedge rstn_i) begin : proc_r_active
    if(~rstn_i) begin
      r_active <= 0;
    end else 
    begin     
      if (cfg_en_i && !r_active)
        r_active <= 1'b1;
      else if (!cfg_en_i && r_active)
        r_active <= 1'b0;
    end
  end
  always_comb begin : proc_signal_o
    signal_o = 1'b0;
    for (int i=0;i<16;i++)
    begin
      if (i == signal_i)
        signal_o = r_lut[i];
    end
  end
endmodule  
==> changes_impl.md <==
### Implementation results

* Worst r2r path cells at 5
* Startpoint Class: input port
* Initial antenna violation count at 0
* Slew margin rel. at 0.513
* P_leak at 0.489 nW
* CP Data Arrival Time at 1570 ps
* Routed wire length at 1790 µm
* Adder Share, Synth at 0.0154
* Fmax at 487 MHz
* I/O Pins at 25
* Ys flops at 17
* Post-Layout Cell Count at 136
* Slew @ Worst Pin at 729 ps
* Critical path type: in2out
* Post-Syn Area per Cell at 15.0 µm²
* Final Slew Violations at 0
* Xor/xnor share at 0
* Largest area contributor in the netlist: dfrtp_1
* Metal-1 WL at 783 µm
* Worst setup path start: signal_i[1]
* Critical Path End Type: primary output
* Die height at 88 µm
* Port bufs at 24
* Post-layout util at 0.267
* Vias in the first global route at 578
* Vias at 533
* Global Route Usage Sum at 0.0470
* Later-pin clock latency in the skew report at 240 ps
* Chip Area at 7740 µm²
* Pre-CTS setup slack at -472 ps
* Unrepaired setup endpoints after global routing: no
* Inst Count DP at 130
* CTS tree: built
* Synth async-reset ratio at 1.00
* Max layer used: met4
* Clk root buf: clkbuf_8
* # rows at 24
* Max cap viols at 0
* Clock slew at reported path FFs at 60 ps
* Hpwl dp at 1480 µm
* Grt total ovfl at 0
* Clk sink count at 17
* Hold Path Cell Cnt at 1
* DIE WIDTH at 88 µm
* Routed WL per cell at 13.2 µm
* Routed length on met2 at 801 µm
* Status: finished, final reports clean
* DR iter-0 viols at 37
* Worst Slack Setup Final at 348 ps
* Synthesized area at 812 µm²
* Complex Gates by Area at 0.0370
* # Cells Yosys at 54
* Endpoints failing hold at 0
* Drt first pass iters at 3
* Reg-to-reg startpoint: r_active
* Peak VDD IR at 0.155 mV
* Largest net degree at the start of global routing at 18
* Fin crit period at 2050 ps
* Vias per cell at 3.92
* Initial core utilization at 0.184
* CTS Buf Count at 3
* Final critical-path share of the clock period at 0.855
* Seq/Total Area, Yosys at 0.524
* Synth logic family: multiplexers
* Layout cells sized above 1 at 0.369
* Dominant register cell: dfrtp_1
* Final setup fails at 0
* Hold_sp: r_active
* EDFF count, synth at 0
* CTS Buffer Depth at 2
* Yosys stat chip area at 812 µm²
* Crit Path Max Fanout at 5
* Cell Type Count at 13
* Req. time, crit path at 1920 ps
* Area delta synth->final at 45.0%
* DR DRC count at 0
* Synth area leaders: dfrtp_1, mux2_2, mux4_1, mux2i_1, a21oi_1
* Mux cell area share after synthesis at 0.370
* Core area at 4410 µm²
* Most common library cells after synthesis: dfrtp_1, mux2_2
* Fin Hold WS at 508 ps
* HP Class: reg2reg
* Ant. Diodes at 0
* Yosys simple share at 0.0231
* Synth Instances at 54
* GPL Wtd Cong at 0.760
* OpenROAD warnings at 25
* Post-DRT Antenna Nets at 0
* First-pass GRT wire length at 2880 µm
* Met3 WL at 194 µm
* Top cell area share at 0.524
* Power Density at 662 nW/µm²
* YS warnings at 1
* Clock Skews at 0.592 ps
* H-tree levels at 1
worst paths after layout:
path / end / slack [ps]
max reg2reg: r_lut[1] / 1020
max in group asynchronous: r_lut[14] / 1270
max: signal_o / 350
min reg2reg: r_active / 510
min in group asynchronous: r_active / 670
min: r_active / 510
flip-flops by register name (all words and copies together) (netlist names):
signal	cells
r_active	1
r_lut	16
cells in the final DEF, fill, tap and decap left out, drive strengths merged:
cell,instances
a21oi,3
a21boi,1
mux2i,3
dlymetal6s2s,2
mux2,17
inv,1
clkdlybuf4s50,19
nor2,1
clkdlybuf4s15,1
dlygate4sd2,1
mux4,3
ha,1
nor3,3
buf,6
dfrtp,17
a211oi,1
clkbuf,4
kinds of logic (layout without fill, tap and decap cells):
| logic type | after synthesis | in the layout |
|---|---|---|
| AOI/OAI and AO/OA | 5 | 5 |
| muxes | 23 | 23 |
| DFF | 17 | 17 |
| and+or+nand+nor | 4 | 4 |
| adders and majority gates | 1 | 1 |
| buffers and inverters | 4 | 34 |
worst max-delay path: stages:
cell and delay, ps:
clkdlybuf4s15_1 280, mux4_2 330, mux2i_1 130, a21oi_1 70, a21boi_2 140, dlymetal6s2s_1 130
metal layers:
metal  track usage  vias to the layer above
met5             0                        -
met2        0.0661                       13
met1        0.0638                      257
met3        0.0262                        2
li1              -                      261
met4       0.00580                        0
metrics by stage:
step / total power [mW] / TNS, ps / instance area (µm²)
floorplan: 0.490 / 0 / 812
global placement: 0.566 / -423 / 1120
detailed placement: 0.573 / -472 / 1120
CTS: 0.779 / 0 / 1150
global route: 0.826 / 0 / 1180
finish: 0.780 / 0 / 1180
final cells by class:
class	instances	area, µm²
Multi-Input combinational cell	33	359
Fill cell	447	3240
Timing Repair Buffer	29	279
Sequential cell	17	425
Inverter	1	3.75
Clock buffer	4	45.0
Tap cell	52	65.1
power by group:
part           internal [mW]  total, mW  switching, mW
Sequential             0.341      0.370         0.0284
Combinational          0.139      0.207         0.0680
Clock                  0.117      0.203         0.0856
what timing repair did:
action | CTS | global route
resized | 9 | 7
endpoints found under the setup margin | 1 | 1
pin swaps | 0 | 0
hold buffers | 0 | 0
setup buffers | 0 | 2
endpoints found under the hold margin | 0 | 0
Power is estimated from default activity; no workload was simulated.
